<file path="flow/config.mk">
export PLATFORM = sky130hd
export DESIGN_NAME = decodificadores
export DESIGN_NICKNAME = decodificadores
export VERILOG_FILES = /design/flow/design.v
export SDC_FILE = /design/flow/constraint.sdc
export NUM_CORES = 4
export LEC_CHECK = 1
export CORE_AREA = 10 10 70 70
export DIE_AREA = 0 0 80 80
</file>
<file path="flow/constraint.sdc">
current_design decodificadores

set clk_period 1.0
set clk_io_pct 0.2

create_clock -name clk0 -period $clk_period

set non_clock_inputs [all_inputs -no_clocks]
set_input_delay [expr $clk_period * $clk_io_pct] -clock clk0 $non_clock_inputs
set_output_delay [expr $clk_period * $clk_io_pct] -clock clk0 [all_outputs]
</file>
<file path="flow/design.v">
module decodificadores(estado_in,unid_in,dez_in,unid_out,dez_out,estado_out);
	input [1:0]estado_in,dez_in;
	input [3:0]unid_in;
	output [6:0]dez_out,unid_out,estado_out;
	wire [14:0]aux;
	and(estado_out[0],estado_in[0],estado_in[1]);
	xnor(aux[13],estado_in[1],estado_in[0]);
	and(aux[14],!estado_in[0],estado_in[1]);
	or(estado_out[1],aux[14],aux[13]);
	xnor(estado_out[2],estado_in[0],estado_in[1]);
	and(estado_out[3],!estado_in[0],estado_in[1]);
	and(estado_out[4],estado_in[0],!estado_in[0]);
	and(estado_out[5],estado_in[0],!estado_in[0]);
	and(estado_out[6],estado_in[1],estado_in[1]);
	and(dez_out[0],!dez_in[1],dez_in[0]);
	or(dez_out[1],!dez_in[0],dez_in[0]);
	and(dez_out[2],dez_in[1],!dez_in[0]);
	and(dez_out[3],!dez_in[1],dez_in[0]);
	and(dez_out[4],dez_in[0],dez_in[0]);
	or(dez_out[5],dez_in[1],dez_in[0]);
	not(dez_out[6],dez_in[1]);
	or(aux[0],unid_in[2],!unid_in[3]);
	and(unid_out[0],aux[0],!unid_in[1],!unid_in[0]);
	and(aux[1],!unid_in[1],unid_in[0]);
	and(aux[2],unid_in[1],!unid_in[0]);
	or(aux[3],aux[1],aux[2]);
	and(unid_out[1],aux[3],unid_in[2]);
	and(unid_out[2],!unid_in[2],unid_in[1],!unid_in[0]);
	and(aux[4],!unid_in[3],!unid_in[2],!unid_in[1],unid_in[0]);
	and(aux[5],unid_in[2],unid_in[1],unid_in[0]);
	and(aux[6],unid_in[2],!unid_in[1],!unid_in[0]);
	or(unid_out[3],aux[4],aux[5],aux[6]);
	and(aux[7],!unid_in[1],unid_in[2]);
	or(unid_out[4],aux[7],unid_in[0]);
	and(aux[8],!unid_in[3],!unid_in[2],unid_in[0]);
	and(aux[9],unid_in[1],unid_in[0]);
	and(aux[10],!unid_in[2],unid_in[1]);
	or(unid_out[5],aux[8],aux[9],aux[10]);
	and(aux[11],unid_in[2],unid_in[1],unid_in[0]);
	and(aux[12],!unid_in[3],!unid_in[2],!unid_in[1]);
	or(unid_out[6],aux[11],aux[12]);
endmodule
</file>
<file path="flow/run.sh">
#!/bin/bash
# OpenROAD 26Q1-2900-gdf79404cd8, Yosys 0.63+post, stock flow scripts
make -C /OpenROAD-flow-scripts/flow DESIGN_CONFIG=/design/flow/config.mk WORK_HOME=/design/flow/orfs finish
</file>
==> results.cfg <==
; synthesis and place-and-route metrics
[worst_setup_path]
cp_slowest_cell = a31o_4
worstPathArrival_ps = 850
path_common_cell = buf_6
start_kind = input pin
worstPathRequired_ps = 800
crit_chain = buf_12 -> buf_6 -> buf_6 -> a31o_4 -> buf_2
cpPeakStageDelay_ps = 210
cp-end-kind = output pin
worst-setup-path-type = input pin to output pin
crit_path_max_fanout = 4

[synthesis]
top_area_cell = ha_1
ys_area_um2 = 214.0
syn_area_um2 = 214.0
yosys-top-cells-count = buf_4 (6), inv_1 (6), ha_1 (4), conb_1 (2), nor3_1 (2)
yosysSeqAreaShare_pct = 0
ys_cells = 32
netlist_instances = 32
yosysWarningCount = 0
yosysUniqueCellTypes = 17
synth_top_area_share_pct = 23.39
area_leaders = ha_1 (23%), buf_4 (21%), inv_1 (11%)
avgSynthCellArea_um2 = 6.686

[route]
post_drt_wl_per_cell_um = 10.56
drc = 0
n_antenna_cell = 0
drt_pre_antenna_iters = 1
viasPerCell = 2.930
routed_wl_mm = 1.204
vias = 334
drtIter0Drc = 0
ant_nets = 0

[floorplanning]
core_um2 = 3416
die_h_um = 80
num_rows = 21
die_x_um = 80
dieArea_um2 = 6400
pin_count = 29
core_util_floorplan_pct = 6.264

[final_timing]
setup_viol = 4
fmax_ghz = 0.9482
fin_tns_setup_ps = -119.8
drv_slew = 0
post-route-min-period_ps = 1055
finalClockPeriodUsage_pct = 105.5
rsz0062_at_grt = yes
worst_slack_ps = -54.60
hold_viol = 0

[run_status]
violations = negative setup slack
status = finished with violations

[placement]
place_area_um2 = 558.0
port_buffers = 26
dpl.hpwl_um = 829.6
globalplace.congestion = 0.7426
dp_slack_ps = -806.9
dp_cells = 108

[global_routing]
grt_pass1_vias = 359
antenna_found_initial = 0
grt_usage_pct = 3.118
grt_pass1_wl_mm = 1.752
grt_overflow = 0
grt_max_degree = 5

[layout]
seq_area_um2 = 0
finalNonFillerCells = 114
drive_above_1_share_pct = 76.47
mi_logic_area_um2 = 234.0
fin_area_um2 = 693.2
clkbuf_count = 0
synthToLayoutAreaGrowth_pct = 224.0
fillers = 365
ff_count = 0

[min_path]
hp-class = input pin to output pin

[flow_run]
warning_count = 36
max-cap-violations = 0

[power_and_ir_drop]
power_density_nw_per_um2 = 353.1
p_leak_nw = 0.3367
peakVddDrop_mv = 0.05339

[clock_network]
holdBufCountCts = 0
[timing repair]
| action | 4_1_cts | 5_1_grt |
|---|---|---|
| buffers inserted | 5 | 1 |
| endpoints found under the setup margin | 18 | 8 |
| resized | 102 | 10 |
| pin swaps | 5 | 4 |
[through the flow]
stage	util [%]	power [mW]	hold WS, ps
floorplan	-	0.04424	410.3
global placement	16.34	0.1988	1270
detailed placement	16.34	0.1990	1270
CTS	18.97	0.2263	655.8
global route	20.29	0.2686	670.8
finish	20.29	0.2448	652.6
[area by class of cell]
class              instances  share of cell area (%)
well taps                 46                   8.303
multi-input cells         20                   33.75
repair buffers            41                   53.43
inverters                  7                   4.513
[cell families after synthesis]
family | after synthesis | share of synthesized area, %
other | 2 | 3.510
AND/OR/NAND/NOR | 6 | 15.79
AND-OR/OR-AND | 7 | 23.98
adder cells (fa/ha/maj) | 4 | 23.39
buffers and inverters | 13 | 33.33
[where the power goes]
group | switching (mW) | internal, mW
Sequential | 0 | 0
Combinational | 0.0866 | 0.158
Clock | 0 | 0
Total | 0.0866 | 0.158
[critical path, delay by kind of cell]
| family | cells | cell delay [ps] |
|---|---|---|
| AND-OR/OR-AND | 1 | 210 |
| buffers and inverters | 4 | 450 |
[placed cells by master (no fill, tap or decap), types with 2 or more instances in the layout]
cell             instances
buf_4                    7
buf_2                    9
inv_2                    3
inv_4                    2
conb_1                   3
buf_6                   13
clkdlybuf4s50_1          2
inv_1                    2
ha_2                     2
dlygate4sd2_1            7
ha_4                     2
[metal layers]
metal  global-route usage, %  vias up  share of wire (%)
li1                        -      168                  -
met1                   4.156      146                 47
met2                   5.297       20                 44
met3                  0.6818        0                9.1
met4                       0        0                  0
met5                       0        -                  0
[path summary, 6_finish.rpt]
path	slack, ps	startpoint	cells after the start	endpoint
max	-50	unid_in[1]	5	unid_out[6]
min	650	dez_in[0]	3	dez_out[5]
Power and IR drop assume default switching activity.
